**flow/design.v**
```verilog
`timescale 1ns/1ps
module ALU (
  input logic   [7:0] IN_A,    
  input logic   [7:0] IN_R,    
  input logic   [3:0] IN_OP,   
  input logic         CY_F,    
  output logic  [7:0] OUT_A,   
  output logic        OUT_CY   
);
typedef enum logic [3:0] {  
  ADD = 4'b0000, 
  SUB = 4'b0001, 
  OR  = 4'b0010, 
  AND = 4'b0011, 
  XOR = 4'b0100, 
  NOT = 4'b0101, 
  LD  = 4'b0110
  } OP_CODE;
always_comb begin : ALU
  OUT_CY = 0;
  OUT_A = 8'b0;
  case (IN_OP)
    ADD : begin  
      {OUT_CY, OUT_A} = IN_A + IN_R + CY_F;
    end 
    SUB : begin  
      {OUT_CY, OUT_A} = IN_A - IN_R - CY_F;
    end
    OR : begin   
      OUT_CY = 0;
      OUT_A = IN_A | IN_R;
    end
    AND : begin  
      OUT_CY = 0;
      OUT_A = IN_A & IN_R;
    end
    XOR : begin  
      OUT_CY = 0;
      OUT_A = IN_A ^ IN_R;
    end
    NOT : begin  
      OUT_CY = 0;
      OUT_A = ~IN_A;
    end
    LD  : begin  
      OUT_A = IN_R;
    end
    default : begin  
      OUT_CY = 0;
      OUT_A = 8'b0;
    end 
  endcase
end
endmodule
`timescale 1ns/1ps
module ALU_MUX (
  input logic [7:0] ID_DATA,   
  input logic [7:0] RF_DATA,   
  input logic [7:0] DM_DATA,   
  input logic [1:0] SRC,       
  output logic [7:0] ALU_DATA  
);
typedef enum logic [1:0] {  
  RF = 2'b00, 
  ID = 2'b01, 
  DM = 2'b11
  } SRC_CODE;
always_comb begin
  case (SRC)  
    RF : begin
      ALU_DATA = RF_DATA;
    end 
    ID : begin
      ALU_DATA = ID_DATA;
    end
    DM : begin
      ALU_DATA = DM_DATA;
    end
    default: begin
      ALU_DATA = '0;  
    end
  endcase
end
endmodule
`timescale 1ns/1ps
module DM (
  input logic CLK,             
  input logic RST,             
  input logic DM_EN,           
  input logic [9:0] DM_ADDR,   
  input logic [7:0] DM_IN,     
  output logic [7:0] DM_OUT    
);
logic [7:0] MEM [0:1023];  
always_ff @( posedge CLK ) begin : DM
  if (DM_EN) begin
    MEM[DM_ADDR] <= DM_IN;  
  end
end
assign DM_OUT = MEM[DM_ADDR];  
endmodule
`timescale 1ns/1ps
module FR (
  input logic CLK,               
  input logic RST,               
  input logic [7:0] ALU_RESULT,  
  input logic ALU_CY,            
  output logic CY,               
  output logic Z,                
  output logic S                 
);
always_ff @( posedge CLK or posedge RST ) begin : FR
  if(RST)begin  
    CY <= 1'b0; 
    Z <= 1'b0;
    S <= 1'b0;
  end else begin
    CY <= ALU_CY;                
    Z <= (ALU_RESULT == 8'd0);   
    S <= ALU_RESULT[7];          
  end
end
endmodule
`timescale 1ns/1ps
module ID (
  input logic [15:0] ID_IN,
  input logic FR_Z,  
  input logic FR_S,  
  output logic JMP,
  output logic [4:0] JMP_ADDR,
  output logic RF_EN,
  output logic [1:0] RF_ADDR,
  output logic DM_EN,
  output logic [9:0] DM_ADDR,
  output logic [1:0] ALU_MUX_SRC,
  output logic [7:0] ID_OUT,
  output logic [3:0] ALU_OP,
  output logic ACC_EN
);
typedef enum logic [3:0] {  
   OP_ADD = 4'b0000,
   OP_SUB = 4'b0001,
   OP_OR  = 4'b0010,
   OP_AND = 4'b0011,
   OP_XOR = 4'b0100,
   OP_NOT = 4'b0101,
   OP_ST  = 4'b0110,
   OP_LD  = 4'b0111,
   OP_NOP = 4'b1010,
   OP_JMP = 4'b1111
 } OP_CODE_T;
typedef enum logic [3:0] {  
  REG_R0 = 4'b0000,
  REG_R1 = 4'b0001,
  REG_R2 = 4'b0010,
  REG_R3 = 4'b0011,
  REG_ID = 4'b0100,
  REG_DM0 = 4'b1100,  
  REG_DM1 = 4'b1101,  
  REG_DM2 = 4'b1110,  
  REG_DM3 = 4'b1111   
 } REG_CODE_T;
 typedef enum logic [1:0] {  
  RF = 2'b00,  
  ID = 2'b01,  
  NS = 2'b10,  
  DM = 2'b11   
  } AUX_SRC_T;
   typedef enum logic [1:0] {  
  RP0 = 2'b00,
  RP1 = 2'b01,
  RP2 = 2'b10,
  RP3 = 2'b11
  } REG_PAGE_T;
logic [3:0] op_code;
logic [3:0] reg_code;
logic [1:0] mux_code;
logic [1:0] reg_page;
logic [7:0] id_data;
logic [4:0] jmp_addr;
assign op_code = ID_IN[15:12];
assign reg_code = ID_IN[11:8];
assign id_data =  ID_IN[7:0];
assign jmp_addr = ID_IN[7:3];
assign mux_code = reg_code[3:2];
assign reg_page = reg_code[1:0];
assign RF_ADDR = reg_page;
assign DM_ADDR = {reg_page, id_data};
assign ALU_MUX_SRC = mux_code;
always_comb begin
  JMP       = 1'b0;  
  JMP_ADDR  = '0;
  RF_EN     = 1'b0;
  DM_EN     = 1'b0;
  ID_OUT    = id_data;
  ALU_OP    = OP_NOP;
  ACC_EN    = 1'b0;
  case (op_code)
    OP_ADD : begin  
      ALU_OP = OP_ADD;
      ACC_EN = 1'b1;
    end
    OP_SUB : begin  
      ALU_OP = OP_SUB;
      ACC_EN = 1'b1;
    end
    OP_OR : begin  
      ALU_OP = OP_OR;
      ACC_EN = 1'b1;
    end
    OP_AND : begin  
      ALU_OP = OP_AND;
      ACC_EN = 1'b1;
    end
    OP_XOR : begin  
      ALU_OP = OP_XOR;
      ACC_EN = 1'b1;
    end
    OP_NOT : begin  
      ALU_OP = OP_NOT;
      ACC_EN = 1'b1;
    end
    OP_ST : begin  
      if (mux_code == RF) begin
        RF_EN = 1'b1;
      end else if (mux_code == DM) begin
        DM_EN = 1'b1;
      end
    end
    OP_LD : begin  
      ALU_OP = OP_LD;
      ACC_EN = 1'b1;
    end 
    OP_NOP : begin  
      ALU_OP = OP_NOP;
    end
    OP_JMP : begin  
      JMP = 1'b1;
      JMP_ADDR = jmp_addr;
    end
    default: begin  
      ALU_OP = OP_NOP;
    end
  endcase
end
endmodule
`timescale 1ns/1ps
module PC (
    input logic CLK,             
    input logic RST,             
    input logic JMP,             
    input logic [4:0] JMP_ADDR,  
    output logic [4:0] PC_OUT    
);
always_ff @( posedge CLK or posedge RST ) begin : PC
    if (RST) begin
        PC_OUT <= '0;
    end else if (JMP) begin  
        PC_OUT <= JMP_ADDR;
    end else begin
        PC_OUT <= PC_OUT + 1;  
    end
end
endmodule
`timescale 1ns/1ps
module PM #(
    parameter DATA_WIDTH = 16
) 
(
    input logic [4:0] PM_IN,                 
    output logic [DATA_WIDTH-1:0] PM_OUT     
);
logic [DATA_WIDTH-1:0] MEM [0:31];  
initial begin
    MEM[0] = 16'b0111_0100_00001000;  
    MEM[1] = 16'b0110_0000_00000000;  
    MEM[2] = 16'b0111_0100_00001100;  
    MEM[3] = 16'b0000_0000_00000000;  
    MEM[4] = 16'b0110_1101_00000000;  
    MEM[5] = 16'b0111_1101_00000000;  
    MEM[6] = 16'b0000_1101_00000000;  
    MEM[7] = 16'b1111_0000_00100_000;  
    for (int i = 8; i < 32 ; i++) begin
        MEM[i] = 16'b1010_0000_00000000;  
    end
end
assign PM_OUT = MEM[PM_IN];  
endmodule
`timescale 1ns/1ps
module RF (
    input logic CLK,             
    input logic RST,             
    input logic RF_EN,           
    input logic [1:0] RF_ADDR,   
    input logic [7:0] RF_IN,     
    output logic [7:0] RF_OUT    
);
logic [7:0] Registers [0:3];  
always_ff @( posedge CLK or posedge RST ) begin : RF
    if (RST) begin
        for (int i = 0; i < 4 ; i++ ) begin  
            Registers[i] <= '0; 
        end
    end else if (RF_EN) begin
        Registers[RF_ADDR] <= RF_IN;  
    end
end
assign RF_OUT = Registers[RF_ADDR];  
endmodule
`timescale 1ns/1ps
module Register (
    input logic     CLK,         
    input logic     RST,         
    input logic     EN,          
    input logic     [7:0] IN,    
    output logic    [7:0] OUT    
);
always_ff @( posedge CLK or posedge RST ) begin : Register
    if (RST) begin
        OUT <= '0;  
    end else if (EN) begin
        OUT <= IN;  
    end
end
endmodule
`timescale 1ns/1ps
module TOP (
  input logic CLK,         
  input logic RST,         
  output logic [7:0] DATA  
);
logic jmp;
logic fr_z;
logic fr_s;
logic rf_en;
logic dm_en;
logic acc_en;
logic fr_cy_out;
logic fr_cy_in;
logic [1:0] alu_mux_src;
logic [2:0] rf_addr;
logic [3:0] alu_op;
logic [4:0] jmp_addr;
logic [4:0] pc_wire;
logic [7:0] id_data;
logic [7:0] rf_data;
logic [7:0] dm_data;
logic [7:0] alu_data;
logic [7:0] alu_result;
logic [7:0] acc_data;
logic [9:0] dm_addr;
logic [15:0] pm_wire;
assign DATA = alu_result;  
PC pc ( 
  .CLK(CLK),
  .RST(RST),
  .JMP(jmp),
  .JMP_ADDR(jmp_addr),
  .PC_OUT(pc_wire)
);
PM pm (
  .PM_IN(pc_wire),
  .PM_OUT(pm_wire)
);
ID id (
  .ID_IN(pm_wire),
  .FR_Z(fr_z),
  .FR_S(fr_s),
  .JMP(jmp),
  .JMP_ADDR(jmp_addr),
  .RF_EN(rf_en),
  .RF_ADDR(rf_addr),
  .DM_EN(dm_en),
  .DM_ADDR(dm_addr),
  .ALU_MUX_SRC(alu_mux_src),
  .ID_OUT(id_data),
  .ALU_OP(alu_op),
  .ACC_EN(acc_en)
);
RF rf (
  .CLK(CLK),
  .RST(RST),
  .RF_EN(rf_en),
  .RF_ADDR(rf_addr),
  .RF_IN(acc_data),
  .RF_OUT(rf_data)
);
DM dm (
  .CLK(CLK),
  .RST(RST),
  .DM_EN(dm_en),
  .DM_ADDR(dm_addr),
  .DM_IN(acc_data),
  .DM_OUT(dm_data)
);
ALU_MUX alu_mux (
  .ID_DATA(id_data),
  .RF_DATA(rf_data),
  .DM_DATA(dm_data),
  .SRC(alu_mux_src),
  .ALU_DATA(alu_data)
);
ALU alu (
  .IN_A(acc_data),
  .IN_R(alu_data),
  .IN_OP(alu_op),
  .CY_F(fr_cy_in),
  .OUT_A(alu_result),
  .OUT_CY(fr_cy_out)
);
FR fr (
  .CLK(CLK),
  .RST(RST),
  .ALU_RESULT(alu_result),
  .ALU_CY(fr_cy_out),
  .CY(fr_cy_in),
  .Z(fr_z),
  .S(fr_s)
);
Register acc (
  .CLK(CLK),
  .RST(RST),
  .EN(acc_en),
  .IN(alu_result),
  .OUT(acc_data)
);
endmodule
```
**flow/run.sh**
```bash
#!/bin/bash
# OpenROAD 26Q1-2900-gdf79404cd8, Yosys 0.63+post, stock flow scripts
make -C /OpenROAD-flow-scripts/flow DESIGN_CONFIG=/design/flow/config.mk WORK_HOME=/design/flow/orfs finish
```
**flow/config.mk**
```make
export PLATFORM = sky130hd
export DESIGN_NAME = TOP
export DESIGN_NICKNAME = TOP
export VERILOG_FILES = /design/flow/design.v
export SDC_FILE = /design/flow/constraint.sdc
export NUM_CORES = 4
export LEC_CHECK = 1
export CORE_UTILIZATION = 50
export SYNTH_MEMORY_MAX_BITS = 65536
```
**flow/constraint.sdc**
```tcl
current_design TOP

set clk_period 7.7
set clk_io_pct 0.2

create_clock -name clk0 -period $clk_period [get_ports {CLK}]

set non_clock_inputs [all_inputs -no_clocks]
set_input_delay [expr $clk_period * $clk_io_pct] -clock clk0 $non_clock_inputs
set_output_delay [expr $clk_period * $clk_io_pct] -clock clk0 [all_outputs]
```
==> flow_metrics.env <==
# flow metrics
export IMPL_outcome="completed"
export IMPL_p_int_mw=0.5812
export IMPL_drt_iter0_markers=113
export IMPL_crit_type="reg -> out"
export IMPL_place_gp_congestion=0.8710
export IMPL_topCombFamilyByArea="AND-OR/OR-AND gates"
export IMPL_hold_viol_final=0
export IMPL_rsz0062_at_grt="false"
export IMPL_die_h_um=89.92
export IMPL_grtUsageTotal_pct=23.07
export IMPL_wl_per_cell_um=16.47
export IMPL_clkSlewWorstSetupHoldPaths_ns=0.08
export IMPL_yosys_area_mm2=0.003865
export IMPL_yosys_warnings=12
export IMPL_period_minus_slack_ns=6.482
export IMPL_cp_start_kind="flop"
export IMPL_antenna_found_initial=0
export IMPL_remaining_drc_errors=0
export IMPL_via_count=2768
export IMPL_fp_util_pct=52.44
export IMPL_synthAdderAreaFrac_pct=11.78
export IMPL_cts_path_max_buffers=2
export IMPL_numCtsBuffers=9
export IMPL_cp_max_fo=13
export IMPL_row_count=31
export IMPL_seq_power_share_pct=54.4
export IMPL_synth_main_ff_cell="edfxtp_1"
export IMPL_ys_flops=68
export IMPL_arrival_ns=4.94
export IMPL_io_pins=10
export IMPL_cts_tree="built"
export IMPL_end_kind="output pin"
export IMPL_post_cts_repair_setup_buffers=0
export IMPL_maxCapViolCount=0
export IMPL_place_hpwl_mm=6.018
export IMPL_ys_types=56
export IMPL_p_sw_share_pct=20.41
export IMPL_coreArea_mm2=0.007370
export IMPL_yosysCellCount=356
export IMPL_fin_skew_ns=0.01132
export IMPL_timing_fmax_ghz=0.1543
export IMPL_die_area_mm2=0.008086
export IMPL_utilization_pct=59.34
export IMPL_power_mw=0.7302
export IMPL_simple_gate_share_pct=12.88
export IMPL_mux_share_pct=2.169
export IMPL_postCtsHoldBufs=0
export IMPL_vias_per_cell=5.536
export IMPL_grt_overflow_total=0
export IMPL_drv_slew=0
export IMPL_p_per_area_mw_per_mm2=167.0
export IMPL_clock_sinks=68
export IMPL_synth_avg_cell_area_um2=10.86
export IMPL_port_buffers=9
export IMPL_ir_worst_vdd_mv=0.1050
export IMPL_placed_cells=484
export IMPL_slew_headroom_pct=45.24
export IMPL_async_flop_share_pct=32.35
export IMPL_synthesis_area_mm2=0.003865
export IMPL_drive_gt1_share_pct=8.479
export IMPL_worstPathRequired_ns=6.16
export IMPL_clkPwrFrac_pct=44.5
export IMPL_grt_max_degree=23
export IMPL_hp_class="reg -> reg"
export IMPL_grt_pass1_wl_mm=13.72
export IMPL_setup_violations=0
export IMPL_grt_pass1_vias=2680
export IMPL_final_cell_mix="edfxtp_1, nand2_1, ha_1, conb_1, inv_1"
export IMPL_stdcell_count=500
export IMPL_cts_resized_gates=0
export IMPL_layout_top_cell="edfxtp_1"
export IMPL_tns_ns=0
export IMPL_final_area_mm2=0.004373
export IMPL_tightest_slew_ns=0.8151
export IMPL_yosysSeqAreaShare_pct=49.98
export IMPL_dpl_instance_area_mm2=0.004155
export IMPL_aoi_share_pct=16.28
export IMPL_p_sw_mw=0.1490
export IMPL_synthXorXnorAreaFrac_pct=2.266
export IMPL_die_x_um=89.92
export IMPL_place_ws_ns=1.617
export IMPL_areaGrowthSynthToFinish_pct=13.14
export IMPL_fin_ws_ns=1.218
export IMPL_log_warning_count=42
export IMPL_clock_latency_ns=0.35
export IMPL_p_comb_share_pct=1.1
export IMPL_syn_inst=356
export IMPL_synth_edff_count=46
export IMPL_n_antenna_cell=0
export IMPL_p_leak_nw=1.840
export IMPL_whs_ns=0.4848
export IMPL_cts_root_buffer="clkbuf_8"
export IMPL_rrSetupSlack_ns=3.22
export IMPL_dr_pass1_iters=5
export IMPL_wl_mm=8.237
export IMPL_cts_htree_levels=3
export IMPL_timing_final_crit_share_pct=84.19
export IMPL_ant_nets=0
final timing paths:
check	from	end	depth (start not counted)
worst max-delay path	pc.PC_OUT[2]$_DFF_PP0_	DATA[6]	15
worst min-delay path	rf.Registers[0][4]$_DFFE_PP0P_	rf.Registers[0][4]$_DFFE_PP0P_	2
worst max register to register	pc.PC_OUT[2]$_DFF_PP0_	fr.CY$_DFF_PP0_	14
worst min register to register	rf.Registers[0][4]$_DFFE_PP0P_	rf.Registers[0][4]$_DFFE_PP0P_	2
max in group asynchronous	RST	rf.Registers[0][0]$_DFFE_PP0P_	3
min in group asynchronous	RST	acc.OUT[6]$_DFFE_PP0P_	3
cell type report:
| class | instances | area (µm²) |
|---|---|---|
| fillers | 634 | 2997 |
| clock inverters | 5 | 86.33 |
| clock buffers | 11 | 131.4 |
| repair buffers | 14 | 127.6 |
| multi-input cells | 275 | 1867 |
| flip-flops and latches | 68 | 1932 |
| inverters | 28 | 105.1 |
| well taps | 99 | 123.9 |
critical path: stages (launching register included):
cell and delay [ns]:
dfrtp_1 0.51, inv_1 0.17, ha_1 0.48, inv_1 0.16, a21oi_1 0.51, buf_4 0.27
o221ai_1 0.15, and3_1 0.23, fa_1 0.41, fa_1 0.39, nand2b_1 0.17, a21bo_2 0.24
a21boi_0 0.17, o21bai_1 0.10, o21ai_0 0.10, clkdlybuf4s50_1 0.51
metal layers:
metal  part of all wire, %  GRT usage [%]
met5                     0              0
met4                   1.3          2.823
met3                   7.0          5.842
met2                    44          33.53
met1                    47          39.18
flip-flops by register name (all words and copies together) (netlist names):
| signal | count |
|---|---|
| dm.MEM | 46 |
| acc.OUT | 8 |
| rf.Registers | 8 |
| pc.PC_OUT | 5 |
| fr.CY | 1 |
kinds of logic (layout without fill, tap and decap cells):
logic type	after synthesis	in the layout
and+or+nand+nor	105	105
AOI/OAI and AO/OA	89	89
DFF	68	68
buffers and inverters	42	58
adders and majority gates	34	34
xor gates and xnor gates	10	10
muxes	7	7
other	1	30
synth_stat cells (all sizes together), types with 8 or more instances:
cell type	n	area, µm²
nand3	13	65.06
nor2	19	71.32
nor3	9	45.04
o221ai	11	96.34
o21ai	22	140.1
nand2b	8	50.05
clkbuf	9	33.78
inv	28	105.1
ha	30	375.4
edfxtp	46	1381
dfrtp	22	550.5
a21oi	13	65.06
nand2	37	141.4
power groups by stage:
stage	Clock [mW]	Combinational (mW)	Sequential [mW]
finish	0.325	0.00798	0.397
global route	0.346	0.00962	0.398
CTS	0.333	0.00830	0.397
Power figures rest on the tool's default switching activity, not on a simulated workload.
